`flow/constraint.sdc`:
```
current_design part1

set clk_period 1.3
set clk_io_pct 0.2

create_clock -name clk0 -period $clk_period [get_ports {Clock}]

set non_clock_inputs [all_inputs -no_clocks]
set_input_delay [expr $clk_period * $clk_io_pct] -clock clk0 $non_clock_inputs
set_output_delay [expr $clk_period * $clk_io_pct] -clock clk0 [all_outputs]
```
`flow/design.v`:
```
    module part1(
        input logic Clock,
        input logic Reset,
        input logic w,
        output logic z,
        output logic [3:0] CurState
    );
        typedef enum logic [3:0] {A = 4'd0, 
                                  B = 4'd1, 
                                  C = 4'd2, 
                                  D = 4'd3, 
                                  E = 4'd4, 
                                  F = 4'd5, 
                                  G = 4'd6} statetype;
        statetype y_Q, Y_D;  
        always_comb begin
            case (y_Q)
                A: begin
                       if (!w) Y_D = A;
                       else Y_D = B;
                   end
                B: begin
			if (!w) Y_D = A;
			else Y_D = C;
		   end
                C: begin
			if (!w) Y_D = E;
			else Y_D = D;
		   end
                D: begin
			if (!w) Y_D = E;
			else Y_D = F;
		   end
                E: begin
			if (!w) Y_D = A;
			else Y_D = G;
		   end
                F: begin
			if (!w) Y_D = E;
			else Y_D = F;
		   end
                G: begin
			if (!w) Y_D = A;
			else Y_D = C;
		   end
                default: Y_D = A;
            endcase
        end  
        always_ff @(posedge Clock) begin
            if(Reset == 1'b1)
                y_Q <= A;
            else
                y_Q <= Y_D;
        end  
        assign z = ((y_Q == F) | (y_Q == G));
        assign CurState = y_Q;        
    endmodule
```
`flow/config.mk`:
```
export PLATFORM = sky130hd
export DESIGN_NAME = part1
export DESIGN_NICKNAME = part1
export VERILOG_FILES = /design/flow/design.v
export SDC_FILE = /design/flow/constraint.sdc
export NUM_CORES = 4
export LEC_CHECK = 1
export CORE_AREA = 10 10 70 70
export DIE_AREA = 0 0 80 80
```
`flow/run.sh`:
```
#!/bin/bash
# OpenROAD 26Q1-2900-gdf79404cd8, Yosys 0.63+post, stock flow scripts
make -C /OpenROAD-flow-scripts/flow DESIGN_CONFIG=/design/flow/config.mk WORK_HOME=/design/flow/orfs finish
```
==> reports/qor.json <==
{
  "hold_violations": 0,
  "timing.critical_path.cells": "or2b_1, a21boi_1, buf_2",
  "tot_gr_track_use": 0.0160,
  "syn_std_cell_area_sq_um": 169,
  "synthToLayoutAreaGrowth_pct": 120,
  "power.switching_fraction": 0.210,
  "switching_power_mw": 0.0665,
  "first_pass_iters": 2,
  "numClockSinks": 3,
  "p_leak_nw": 0.155,
  "stdcell_count": 81,
  "worst_clock_skew_ns": 0.000295,
  "max-vdd-ir-drop_mv": 0.128,
  "period_needed_ns": 1.27,
  "maxCapViolations": 0,
  "timing.rr.start": "y_Q[1]",
  "seq_power_share": 0.321,
  "critical_path.max_stage_delay_ns": 0.33,
  "grt_setup_unrepaired": "yes",
  "cts.htree.levels": 1,
  "fp-row-count": 21,
  "stage_log_warnings": 27,
  "core_area_sq_um": 3420,
  "antenna_violating_nets_post_route": 0,
  "clock_insertion_delay_worst_skew_ns": 0.23,
  "cp-start-kind": "register",
  "internal_power_consumption_mw": 0.250,
  "starting_drt_drc_count": 1,
  "hold_path.class": "in -> reg",
  "max_freq_mhz": 785,
  "cp_max_fo": 3,
  "registers.top_by_ff_count": "y_Q",
  "diodes": 0,
  "vias_after_detailed_routing": 188,
  "fp_util": 0.0495,
  "wirelength_microns": 547,
  "synth_flop_count": 3,
  "timing.final.max_slew_violations": 0,
  "syn_avg_cell_area_sq_um": 9.38,
  "cp.arrival_ns": 1.01,
  "cts_tree": "yes",
  "synthDominantCellAreaShare": 0.356,
  "detailedPlacementHpwl_microns": 378,
  "drt-wirelength-per-cell_microns": 6.75,
  "largestRegisters": "y_Q (3)",
  "io_buffer_count": 6,
  "power.share.clock": 0.508,
  "end_kind": "primary output",
  "die-width_microns": 80,
  "synth.yosys.seq_area_share": 0.356,
  "post-place-cells": 73,
  "hp_start": "Reset",
  "cp_slowest_cell": "sky130_fd_sc_hd__dfxtp_2",
  "cp_data_required_time_ns": 1.04,
  "grt_overflow_total": 0,
  "gp_routability_congestion": 0.693,
  "largest_reg_flops": 3,
  "netlist_top_cells_area": "sky130_fd_sc_hd__dfxtp_1, sky130_fd_sc_hd__and4bb_2, sky130_fd_sc_hd__nor3b_2, sky130_fd_sc_hd__o21ai_0, sky130_fd_sc_hd__a2bb2oi_1",
  "grt_start_max_net_pins": 6,
  "grt_pass1_wl_microns": 779,
  "synthesis.instances": 18,
  "clockRootBuffer": "sky130_fd_sc_hd__clkbuf_4",
  "yosys_area_sq_um": 169,
  "synth.lib_cells_used.distinct": 15,
  "netlist.top_cell.by_area": "sky130_fd_sc_hd__dfxtp_1",
  "die_height_microns": 80,
  "combPwrFrac": 0.171,
  "first_global_vias": 192,
  "ff2ff_setup_slack_ns": 0.11,
  "cts.reportedPaths.clkPinSlew_ns": 0.04,
  "crit_type": "reg -> out",
  "timing.final.crit_share": 0.980,
  "clock_path_buffers": 2,
  "layout_fillers": 395,
  "yosys_warnings": 1,
  "antenna_violations_before_repair": 0,
  "share_of_final_layout_standard_cells_stronger_than_drive_strength_1": 0.514,
  "run_status": "finished, final reports clean",
  "number_of_drc_violations_after_detailed_routing": 0,
  "setup.worst_path.start": "y_Q[1]",
  "setup_tns_ns": 0,
  "vias_per_cell": 2.32,
  "pin_count": 8,
  "powerDensity_nw_per_um2": 852,
  "cts-buffers-inserted": 3,
  "die_area_sq_um": 6400,
  "yosys-stat-cells": 18,
  "cts_hold_buf": 0,
  "final-setup-viol-count": 0
}
-- cell type report --
cell class	instances	area [sq um]	share of cell area
Multi-Input combinational cell	14	101	0.273
Sequential cell	3	63.8	0.172
Timing Repair Buffer	14	123	0.330
Tap cell	46	57.6	0.155
Clock buffer	4	26.3	0.0707
-- routing by layer --
layer | track usage | share of wire
met1 | 0.0186 | 0.44
met2 | 0.0161 | 0.34
met3 | 0.0205 | 0.21
met4 | 0.00528 | 0
met5 | 0 | 0
-- critical path, delay by kind of cell (launching register included) --
family | cells | cell delay (ns)
compound gates | 1 | 0.12
buf+inv | 1 | 0.11
flops | 1 | 0.33
simple gates | 1 | 0.22
-- what timing repair did --
item,4_1_cts,5_1_grt
gates resized,12,0
setup buffers,3,1
endpoints found under the setup margin,4,1
pin swaps,1,1
-- cell usage after synthesis (all sizes together) --
| master | number |
|---|---|
| nor3 | 1 |
| xnor2 | 1 |
| buf | 1 |
| a2bb2oi | 1 |
| dfxtp | 3 |
| a21boi | 1 |
| nor2b | 1 |
| or2b | 1 |
| o21ai | 2 |
| nor3b | 1 |
| nor2 | 1 |
| nand2b | 2 |
| and4bb | 1 |
| conb | 1 |
-- path summary, 6_finish.rpt --
kind | cells past startpoint | endpoint
worst max-delay path | 3 | z
worst min-delay path | 2 | y_Q[2]
worst max register to register | 5 | y_Q[1]
worst min register to register | 4 | y_Q[0]
-- stage by stage --
| stage | total power [mW] | utilization | instance area [sq um] | hold WS (ns) | setup slack [ns] |
|---|---|---|---|---|---|
| finish | 0.317 | 0.109 | 372 | 0.633 | 0.0261 |
| global route | 0.333 | 0.109 | 372 | 0.649 | -0.0421 |
| CTS | 0.326 | 0.107 | 364 | 0.628 | -0.0124 |
| detailed placement | 0.148 | 0.0905 | 309 | 0.678 | -0.132 |
| global placement | 0.147 | 0.0905 | 309 | 0.677 | -0.0996 |
| floorplan | 0.121 | - | 169 | 0.330 | 0.394 |
-- cells in the final DEF, fill, tap and decap left out, types with 2 or more instances in the layout --
cell,instances
sky130_fd_sc_hd__dfxtp_2,3
sky130_fd_sc_hd__o21ai_0,2
sky130_fd_sc_hd__clkbuf_4,3
sky130_fd_sc_hd__buf_4,5
sky130_fd_sc_hd__dlygate4sd2_1,3
sky130_fd_sc_hd__buf_6,3
sky130_fd_sc_hd__clkdlybuf4s50_1,2
-- cell families (layout without fill, tap and decap cells) --
| logic type | Yosys count | count (layout) | synth area share |
|---|---|---|---|
| compound gates | 4 | 4 | 0.156 |
| xor+xnor | 1 | 1 | 0.0519 |
| buf+inv | 1 | 18 | 0.0445 |
| flops | 3 | 3 | 0.356 |
| other cells | 1 | 1 | 0.0222 |
| simple gates | 8 | 8 | 0.370 |
-- power by group through the flow --
| stage | clock network, mW | logic [mW] | registers [mW] |
|---|---|---|---|
| 4_1_cts | 0.173 | 0.0519 | 0.102 |
| 5_1_grt | 0.171 | 0.0599 | 0.102 |
| 6_report | 0.161 | 0.0542 | 0.101 |
Power figures rest on the tool's default switching activity, not on a simulated workload.
