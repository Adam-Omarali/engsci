==> design/flow/design.v <==
module D_flip_flop(input logic clk, reset_b, input logic [7:0] d, output logic [7:0] q);
	always_ff @(posedge clk)
	begin
		if(reset_b) q <= 8'b00000000;
		else q <= d;
	end
endmodule
module part3(input logic Clock, Reset_b, input logic [3:0] Data, input logic [1:0] Function, output logic [7:0] ALU_reg_out);	
	logic [7:0] ALUout;	
	D_flip_flop u0(.clk(Clock), .reset_b(Reset_b), .d(ALUout), .q(ALU_reg_out));
	always_comb
	begin
		case (Function)
			0: ALUout = Data+ALU_reg_out[3:0];
			1: ALUout = Data*ALU_reg_out[3:0];
			2: ALUout = ALU_reg_out[3:0] << Data;
			3: ALUout = ALU_reg_out;
		endcase
	end
endmodule
==> design/flow/run.sh <==
#!/bin/bash
# OpenROAD 26Q1-2900-gdf79404cd8, Yosys 0.63+post, stock flow scripts
make -C /OpenROAD-flow-scripts/flow DESIGN_CONFIG=/design/flow/config.mk WORK_HOME=/design/flow/orfs finish
==> design/flow/config.mk <==
export PLATFORM = sky130hd
export DESIGN_NAME = part3
export DESIGN_NICKNAME = part3
export VERILOG_FILES = /design/flow/design.v
export SDC_FILE = /design/flow/constraint.sdc
export NUM_CORES = 4
export LEC_CHECK = 1
export CORE_AREA = 10 10 107 107
export DIE_AREA = 0 0 117 117
==> design/flow/constraint.sdc <==
current_design part3

set clk_period 3.0
set clk_io_pct 0.2

create_clock -name clk0 -period $clk_period [get_ports {Clock}]

set non_clock_inputs [all_inputs -no_clocks]
set_input_delay [expr $clk_period * $clk_io_pct] -clock clk0 $non_clock_inputs
set_output_delay [expr $clk_period * $clk_io_pct] -clock clk0 [all_outputs]
==> qor.txt <==
max FFs per register: 8
final slew viol count: 0
cell area after layout: 1580 µm²
Sw Share: 35.7%
RSZ-0062 raised after global routing: no
fmax: 350 MHz
CTS Buf Count: 3
Logic pwr share: 46.7%
Slowest-stage cell, CP: fa_1
Syn. warnings: 2
Overflow after GRT: 0
cell count in the Yosys report: 141
HP Start: u0.q[4]$_SDFFE_PP0P_
ys flop type: dfxtp_1
Pwr Total: 488 µW
Final period util: 95.2%
Setup CP Type: input pin to flip-flop
area delta synth->final: 34.0%
Mapped Area: 1180 µm²
Mapped Cells: 141
Seq pwr share: 25.1%
H-tree Lvls: 1
antenna cells: 0
fin crit period: 2.86 ns
Reg2Reg Depth: 10
max_slew headroom: 69.4%
fill count: 1011
measured slew at the worst slew-check pin: 0.459 ns
layer with the highest usage: met2
critical-path cell list: clkdlybuf4s50_1 > buf_6 > and2_1 > fa_1 > ha_1 > a21o_1 > a21oi_2 > xnor2_1 > a21oi_1 > a211oi_2
Clock Power Share: 28.2%
critical path data arrival time: 3.01 ns
DRT iter0 DRCs: 43
number of synthesized flops with an enable pin: 0
VDD IR max: 0.0954 mV
worst hold path cell count: 2
Pwr Density: 308 nW/µm²
largest net degree at the start of global routing: 14
Reg clk slew, reported paths: 0.05 ns
chip area: 13700 µm²
drt drc: 0
first-pass GRT wire length: 5560 µm
routed vias: 1092
GR Util met3: 3.20%
DRT antenna net count: 0
Setup Skew: 0.00250 ns
reg-to-reg slack, setup: 0.25 ns
I/O pins: 16
Setup crit start: Data[3]
CP top delay family: adder cells
Int Pwr: 314 µW
CTS Buffer Depth: 2
GR Util met1: 7.01%
most used logic cell in the final layout: ha_1
ys async rst share: 0%
initial antenna violation count: 0
Die H: 117 µm
Core Area: 9200 µm²
endpoints failing setup: 0
GPL Wtd Cong: 0.876
Port Buf Inserts: 15
DP Wirelength: 2740 µm
Seq share, synth: 13.6%
Top Registers: u0.q: 8 flops
net switching power: 174 µW
#FFs+latches synth: 8
Routed WL: 3450 µm
crit-path max cell delay: 0.52 ns
mean post-synth cell area: 8.37 µm²
fraction of layout cells with a size suffix above 1: 20.5%
routed vias/inst: 3.94
met2 Track Usage GR: 7.39%
Initial Util: 12.8%
CTS tree: done
Rows: 35
highest net fanout along the worst path: 6
drt first pass iters: 4
CP required: 3.15 ns
Yosys Chip Area: 1180 µm²
Top reg by flops: u0.q
# hold bufs at CTS: 0
# clock sinks: 8
max cap viols: 0
total track usage: 5.24%
Latency at later pin: 0.23 ns
Reg2Reg Launch Point: u0.q[3]$_SDFFE_PP0P_
Placed Area: 1530 µm²
crit end category: flip-flop
status: finished, final reports clean
CP startpoint kind: input pin
Yosys cell types: 38
fin util: 17.2%
Avg WL per Cell: 12.5 µm
Hold Vio Cnt, Final: 0
most frequent cells in the layout: ha_1, inv_1, a21oi_1
CTS Root Cell: clkbuf_8
die width: 117 µm
vias in the first global route: 1069
Pleak: 0.693 nW
Tool Warnings: 28
worst path bufs/invs: 2
Hold Path Sink: u0.q[4]$_SDFFE_PP0P_
HP Class: flip-flop to flip-flop
Reg-to-Reg End: u0.q[5]$_SDFFE_PP0P_
-- power groups by stage --
stage	sequential [mW]	combinational [mW]	clock, mW
after global routing	0.124	0.254	0.146
after CTS	0.123	0.227	0.141
final	0.122	0.228	0.138
-- cells in the mapped netlist (all sizes together) (3+ instances only) --
cell type,instances,area [µm²]
and2,8,52.6
xnor2,3,26.3
inv,17,63.8
fa,5,100
ha,20,250
dfxtp,8,160
nand3,3,15.0
nor2,5,18.8
a21oi,14,70.1
nand2,11,41.3
a21o,4,30.0
buf,3,30.0
o21ai,5,25.0
nor3,5,25.0
-- worst register-to-register path, delay by kind of cell, from the launching register on --
kind                       cells  cell delay (ns)
AOI/OAI and AO/OA              4             0.68
xor gates and xnor gates       1             0.15
adders and majority gates      3             1.34
buffers and inverters          1             0.05
DFF                            1             0.35
and+or+nand+nor                1             0.08
-- logic make-up after synthesis --
group | synth area share, %
AND/OR/NAND/NOR | 18.2
flip-flops | 13.6
multiplexers | 3.61
buffers and inverters | 9.44
adder cells (fa/ha/maj) | 29.7
XOR/XNOR | 2.97
AND-OR/OR-AND | 22.5
-- timing repair --
| item | in CTS | in global routing |
|---|---|---|
| setup endpoints to repair | 5 | 5 |
| buffers inserted | 0 | 0 |
| pin swaps | 7 | 9 |
| resized | 5 | 8 |
-- routing by layer --
| layer | routed length, µm | vias to the layer above |
|---|---|---|
| met5 | 0 | - |
| met4 | 0 | 0 |
| met3 | 416 | 0 |
| met2 | 1400 | 21 |
| met1 | 1640 | 518 |
| li1 | - | 553 |
-- worst max path at each step --
stage	end	slack, ns	cells past startpoint
finish	u0.q[5]$_SDFFE_PP0P_	0.14	10
global route	u0.q[5]$_SDFFE_PP0P_	0.01	10
CTS	u0.q[5]$_SDFFE_PP0P_	0.07	11
-- per-stage QoR --
step	setup TNS [ns]	hold WS, ns	instances	setup WS [ns]
after floorplan	0	0.451	141	0.00103
after detailed placement	-2.35	0.504	274	-0.512
after global placement	-2.37	0.498	274	-0.510
after CTS	0	0.518	277	0.0718
after global routing	0	0.538	277	0.00950
final	0	0.512	277	0.143
-- final cells by class --
class                   count  area [µm²]  share of cell area [%]
repair buffers             28         236                    15.0
multi-input cells         110         941                    59.5
well taps                 111         139                    8.78
inverters                  17        63.8                    4.03
clock buffers               3        41.3                    2.61
flip-flops and latches      8         160                    10.1
Power is estimated from default activity; no workload was simulated.
